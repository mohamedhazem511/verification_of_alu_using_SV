==> /design/flow/config.mk <==
export PLATFORM = sky130hd
export DESIGN_NAME = ALU
export DESIGN_NICKNAME = ALU
export VERILOG_FILES = /design/flow/design.v
export SDC_FILE = /design/flow/constraint.sdc
export NUM_CORES = 4
export LEC_CHECK = 1
export CORE_UTILIZATION = 30
==> /design/flow/constraint.sdc <==
current_design ALU

set clk_period 3.9
set clk_io_pct 0.2

create_clock -name clk0 -period $clk_period [get_ports {alu_clk}]

set non_clock_inputs [all_inputs -no_clocks]
set_input_delay [expr $clk_period * $clk_io_pct] -clock clk0 $non_clock_inputs
set_output_delay [expr $clk_period * $clk_io_pct] -clock clk0 [all_outputs]
==> /design/flow/design.v <==
module ALU (
    input wire alu_clk,
    input wire rst_n,
    input wire alu_enable_a,
    input wire alu_enable_b,
    input wire alu_irq_clr,
    input wire alu_enable,
    input wire [1:0] alu_op_a,
    input wire [1:0] alu_op_b,
    input wire [7:0] alu_in_a,
    input wire [7:0] alu_in_b,
    output reg [7:0] alu_out,
    output reg alu_irq
);
  reg [7:0] out;
  reg irq, clr;
  always @(posedge alu_clk or negedge rst_n) begin
    if (!rst_n) begin
      alu_out <= 8'b0;
      out <= 8'b0;
      alu_irq <= 1'b0;
      irq <= 1'b0;
    end else if (alu_enable && alu_enable_a) begin
      case (alu_op_a)
        2'b00: out <= alu_in_a & alu_in_b;
        2'b01: out <= ~(alu_in_a & alu_in_b);
        2'b10: out <= alu_in_a | alu_in_b;
        2'b11: out <= alu_in_a ^ alu_in_b;
      endcase
      alu_out <= out;
      if (!alu_irq_clr) begin
        case ({
          alu_op_a, out
        })
          10'h0FF: alu_irq <= 1'b1;
          10'h100: alu_irq <= 1'b1;
          10'h2F8: alu_irq <= 1'b1;
          10'h383: alu_irq <= 1'b1;
          default: begin
            alu_irq <= 1'b0;
            irq <= 1'b0;
          end
        endcase
      end else if (alu_irq_clr) begin
        case ({
          alu_op_a, out
        })
          10'h0FF: begin
            alu_irq <= ~irq;
            irq <= ~irq;
          end
          10'h100: begin
            alu_irq <= ~irq;
            irq <= ~irq;
          end
          10'h2F8: begin
            alu_irq <= ~irq;
            irq <= ~irq;
          end
          10'h383: begin
            alu_irq <= ~irq;
            irq <= ~irq;
          end
          default: begin
            alu_irq <= 1'b0;
            irq <= 1'b0;
          end
        endcase
      end
    end else if (alu_enable && alu_enable_b) begin
      case (alu_op_b)
        2'b00: out <= ~(alu_in_a ^ alu_in_b);
        2'b01: out <= alu_in_a & alu_in_b;
        2'b10: out <= ~(alu_in_a | alu_in_b);
        2'b11: out <= alu_in_a | alu_in_b;
      endcase
      alu_out <= out;
      if (!alu_irq_clr) begin
        case ({
          alu_op_b, out
        })
          10'h0F1: alu_irq <= 1'b1;
          10'h1F4: alu_irq <= 1'b1;
          10'h2F5: alu_irq <= 1'b1;
          10'h3FF: alu_irq <= 1'b1;
          default: begin
            alu_irq <= 1'b0;
            irq <= 1'b0;
          end
        endcase
      end else if (alu_irq_clr) begin
        case ({
          alu_op_b, out
        })
          10'h0F1: begin
            alu_irq <= ~irq;
            irq <= ~irq;
          end
          10'h1F4: begin
            alu_irq <= ~irq;
            irq <= ~irq;
          end
          10'h2F5: begin
            alu_irq <= ~irq;
            irq <= ~irq;
          end
          10'h3FF: begin
            alu_irq <= ~irq;
            irq <= ~irq;
          end
          default: begin
            alu_irq <= 1'b0;
            irq <= 1'b0;
          end
        endcase
      end
    end
  end
endmodule
==> /design/flow/run.sh <==
#!/bin/bash
# OpenROAD 26Q1-2900-gdf79404cd8, Yosys 0.63+post, stock flow scripts
make -C /OpenROAD-flow-scripts/flow DESIGN_CONFIG=/design/flow/config.mk WORK_HOME=/design/flow/orfs finish
==> flow_summary.ini <==
; generated from flow reports
[power]
cellPowerDensity_mw_per_mm2 = 273
p_leak_nw = 0.929
vdd_ir_drop_max_uv = 142

[cts]
clock.latency.late_pin_ps = 250
ctsHtreeMaxLevel = 1
postCtsSetupRepairBufs = 0
clk_pin_slew_ps = 60
ctsHoldBuffers = 0
cts_made_buffers = 3
post_cts_resized = 0
cts_max_path_buffers = 2
clockRootBuffer = clkbuf_8
cts_sinks = 18
cts_tree = yes

[final_layout]
regArea_um2 = 450
fill_cells = 563
lay_top_cells = clkdlybuf4s50_1 (34), inv_1 (20), dfrtp_1 (18)
area_growth_pct = 23.5
lay_top_count = clkdlybuf4s50_1
design_area_mm2 = 0.00212
combGateArea_mm2 = 0.00111
drive_above_1_share_pct = 10.2

[worst_setup_path]
cp.required_ps = 4040
cp_max_fo = 28
cp-end-kind = flip-flop
worst_ep_arrival_time_ps = 2660
slowest_stage = clkdlybuf4s50_1
cpPeakStageDelay_ps = 1020
critPathKind = input pin to flip-flop
cp-start-kind = input pin
crit_chain = clkdlybuf4s50_1 > and4b_2 > o2111ai_1 > a21oi_1 > o22ai_1 > nand2_1

[grt]
grt_pass1_wl_um = 5380
first_global_vias = 1201
grt_max_degree = 29
track_usage_pct = 10.9
antenna_found_initial = 0
grt_overflow = 0

[detailed_routing]
viasPerCell = 4.64
wire_per_inst_um = 10.5
drt_iter0_drc = 52
ant_nets = 0
diodes = 0
dr_total_vias = 1382
drc = 0
wl_um = 3130
dr.pass1.iters = 4

[job]
drv_cap = 0
warnings = 33

[floorplanning]
dieArea_mm2 = 0.00603
core_mm2 = 0.00551
die_x_um = 77.6
io_pins = 35
die_height_um = 77.6
floorplanUtilization_pct = 31.2
num_rows = 27

[synthesis]
synth_cells = 200
syn_area_mm2 = 0.00172
topCellsByArea = dfrtp_1 (26%), ha_1 (12%), mux2_2 (5.2%)
ys_seq_share_pct = 26.2
ys_cells = 200
synth_top_area_share_pct = 26.2
yosys.stat.chipArea_mm2 = 0.00172
avgSynthCellArea_um2 = 8.58
yosysUniqueCellTypes = 39
ys_warn_count = 1
ys_ff = 18
yosysTopAreaCell = dfrtp_1

[place]
dp_hpwl_um = 2400
gp_congestion = 0.789
post_dp_cell_area_mm2 = 0.00208
port-buffer-count = 34

[hold_path]
hold_path.class = flip-flop to flip-flop

[timing]
finalSetupViolCount = 0
fin_crit_sh_pct = 64.8
worst_pin_slew_ps = 846
period_minus_slack_ps = 2530
tns_ps = 0
rsz0062_at_grt = false
finClkSkew_ps = 0.972
fmax_mhz = 396
timing_max_transition_violations_final = 0
finalHoldViolations = 0
slew_headroom_pct = 43.4

[status]
run_status = finished clean
## worst max-delay path: cells and delay by family
family                 cells  cell delay [ps]
and+or+nand+nor            2              360
AOI/OAI and AO/OA          3              480
buffers and inverters      1             1020
## metrics by stage
step / power (mW) / std cells / utilization, % / worst slack, ps / hold WS [ps]
3_5_place_dp: 0.460 / 295 / 37.7 / 1120 / 490
5_1_grt: 0.617 / 298 / 38.5 / 1150 / 511
3_3_place_gp: 0.457 / 295 / 37.7 / 1140 / 483
6_report: 0.578 / 298 / 38.5 / 1370 / 488
4_1_cts: 0.586 / 298 / 38.5 / 1380 / 504
2_1_floorplan: 0.371 / 200 / - / 2100 / 431
## routing by layer
layer | wire length, µm | GRT usage (%) | share of wire, %
met5 | 0 | 0 | 0
met3 | 114 | 1.19 | 3.6
met1 | 1640 | 16.9 | 53
met4 | 10 | 0.943 | 0.32
met2 | 1360 | 17.1 | 43
## path summary, 6_finish.rpt
kind | start | end | slack (ps) | cells past startpoint
worst max-delay path | alu_op_a[1] | irq | 1370 | 6
worst min-delay path | alu_irq | alu_irq | 490 | 2
worst max register to register | out[1] | alu_irq | 2430 | 5
worst min register to register | alu_irq | alu_irq | 490 | 2
max in group asynchronous | rst_n | irq | 2420 | 1
min in group asynchronous | rst_n | alu_out[7] | 990 | 1
## kinds of logic (layout without fill, tap and decap cells)
kind of cell    Yosys count  after routing  share of synthesized area, %
simple gates             59             59                          21.1
buf+inv                  33             59                          9.26
compound gates           51             51                          18.3
flops                    18             18                          26.2
mux                      15             15                          9.33
xor+xnor                  8              8                          4.08
fa+ha+maj                16             16                          11.7
## registers in the layout, summed over array words and instances (netlist names)
register and count:
out 8, alu_irq 1, irq 1, alu_out 8
## layout make-up
class                   instances  share of cell area, %
multi-input cells             149                   52.2
flip-flops and latches         18                   21.3
clock buffers                   3                   1.95
well taps                      72                   4.25
repair buffers                 36                   16.8
inverters                      20                   3.54
## synthesized netlist by cell type
| master | count |
|---|---|
| inv_1 | 20 |
| nor4_4 | 1 |
| and4_1 | 1 |
| nor2_1 | 9 |
| mux2i_1 | 7 |
| xor2_1 | 2 |
| a211oi_1 | 8 |
| o21ai_2 | 1 |
| nor2b_1 | 1 |
| nor3b_1 | 1 |
| o211ai_1 | 2 |
| dfrtp_1 | 18 |
| buf_6 | 2 |
| o2111ai_1 | 2 |
| buf_2 | 4 |
| and3_1 | 1 |
| mux2_2 | 8 |
| buf_4 | 4 |
| nand3b_1 | 1 |
| nand2_1 | 15 |
| a21oi_1 | 15 |
| nand2b_2 | 6 |
| xnor2_1 | 6 |
| o21ai_0 | 5 |
| a221oi_1 | 1 |
| o22ai_1 | 3 |
| nor3_1 | 2 |
| and4b_2 | 1 |
| or2b_1 | 5 |
| o21ai_1 | 4 |
| nand3_1 | 1 |
| clkbuf_1 | 3 |
| o31ai_1 | 1 |
| nor4b_1 | 3 |
| nand2b_1 | 10 |
| and4_2 | 1 |
| ha_1 | 16 |
| a21o_1 | 1 |
| a31oi_1 | 8 |
## power breakdown
part	internal [mW]	leakage [nW]	total, mW	switching, mW
Combinational	0.123	0.686	0.198	0.0755
Clock	0.0684	0.0216	0.124	0.0556
Sequential	0.220	0.222	0.256	0.0351
Total	0.412	0.929	0.578	0.166
No activity file was given, so power comes from the tool's default toggle rates.
